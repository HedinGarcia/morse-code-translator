### config.mk
export PLATFORM = sky130hd
export DESIGN_NAME = Transmitter
export DESIGN_NICKNAME = Transmitter
export VERILOG_FILES = /design/flow/design.v
export SDC_FILE = /design/flow/constraint.sdc
export NUM_CORES = 4
export LEC_CHECK = 1
export CORE_UTILIZATION = 40
### constraint.sdc
current_design Transmitter

set clk_period 4.9
set clk_io_pct 0.2

create_clock -name clk0 -period $clk_period [get_ports {clk}]

set non_clock_inputs [all_inputs -no_clocks]
set_input_delay [expr $clk_period * $clk_io_pct] -clock clk0 $non_clock_inputs
set_output_delay [expr $clk_period * $clk_io_pct] -clock clk0 [all_outputs]
### design.v
module Transmitter(
    input clk, 
    input [23:0] data, 
    input transmit, 
    input reset, 
    output reg TxD
    );
    reg [4:0] bit_counter;  
    reg [13:0] baudrate_counter;  
    reg [9:0] shiftright_register;  
    reg [2:0] state, next_state;  
    reg shift;  
    reg load,load2,load3;  
    reg clear;  
    always @(posedge clk)
    begin
      if (reset)
      begin
      state<=0;  
      bit_counter<=0;  
      baudrate_counter<=0;
      end
      else begin
      baudrate_counter<=baudrate_counter+1;
      if (baudrate_counter==10415)
      begin
      state<=next_state;  
      baudrate_counter<=0;  
      if (load)  
      shiftright_register<={1'b1, data[23:16], 1'b0};  
      if (load2)  
      shiftright_register<={1'b1, data[15:8], 1'b0};  
      if (load3)  
      shiftright_register<={1'b1, data[7:0], 1'b0};  
      if (clear)  
      bit_counter<=0;
      if (shift)  
      begin
      shiftright_register<=shiftright_register>>1;  
      bit_counter<=bit_counter+1;
      end
      end
      end
      end
      always @(posedge clk)
      begin
      load<=0;  
      load2<=0;
      load3<=0;
      shift<=0;   
      clear<=0;  
      TxD<=1;  
      case(state)  
      0: begin
      if (transmit)  
      begin
      next_state<=1;  
      load<=1;  
      shift<=0;  
      clear<=0;  
      end
      else begin  
      next_state<=0;  
      TxD<=1;  
      end
      end
      1: begin  
      if (bit_counter==10)
      begin
      next_state<=2;  
      end
      else begin
      next_state<=1;  
      TxD<=shiftright_register[0];
      shift<=1;  
      end
      end
      2: begin  
      if (transmit)  
      begin
      next_state<=3;  
      load<=0;
      load2<=1;  
      load3<=0;
      shift<=0;  
      clear<=0;  
      end
      else begin  
      next_state<=2;  
      TxD<=1;  
      end
      end
      3: begin  
      if (bit_counter==20)
      begin
      next_state<=4;  
      end
      else begin
      next_state<=3;  
      TxD<=shiftright_register[0];
      shift<=1;  
      end
      end
      4: begin  
      if (transmit)  
      begin
      next_state<=5;  
      load<=0;
      load2<=0;  
      load3<=1;
      shift<=0;  
      clear<=0;  
      end
      else begin  
      next_state<=4;  
      TxD<=1;  
      end
      end
      5: begin  
      if (bit_counter==35)
      begin
      next_state<=0;  
      clear<=1;  
      end
      else begin
      next_state<=5;  
      TxD<=shiftright_register[0];
      shift<=1;  
      end
      end
      default: next_state<=0;
      endcase
    end
endmodule
### run.sh
#!/bin/bash
# OpenROAD 26Q1-2900-gdf79404cd8, Yosys 0.63+post, stock flow scripts
make -C /OpenROAD-flow-scripts/flow DESIGN_CONFIG=/design/flow/config.mk WORK_HOME=/design/flow/orfs finish
==> Slide: Implementation Results <==
Key Metrics from the Run

Outcome
  • Status: complete, no violations

Detailed routing
  • Number of routed nets with antenna violations: 0
  • Total wire length: 3210 um
  • Drt drc: 0
  • Total number of vias: 1,405
  • Iteration-0 DRC Markers: 62
  • Vias per inst: 5.07
  • Routed wire length per instance: 11.6 um
  • Diodes inserted: 0
  • DRT Pass-1 Iters: 4

Setup path
  • Crit path DRT: 4890 ps
  • Worst Path Class, Setup: flop to flop
  • CP Data Arrival Time: 2400 ps
  • Startpoint Class: flop
  • Worst-path fanout max: 10
  • Setup crit end kind: flop

Final timing
  • Relative slew slack: 43.4%
  • Total negative slack: 0 ps
  • Hold_ws: 437 ps
  • Hold Fails Final Rpt: 0
  • Final Setup Violations: 0
  • Final Max Tran Viols: 0
  • RSZ-0062 raised after global routing: no
  • Slew @ Worst Pin: 841 ps
  • Final Skew: 7.22 ps
  • Peak Freq: 415 MHz
  • Fin crit share: 49.2%
  • Final worst path period need: 2410 ps

Logic synthesis
  • Yosys reg bits: 40
  • Synth unique cells: 32
  • Yosys stat area: 0.00181 sq mm
  • Post-synth design cell area: 0.00181 sq mm
  • Ys cells: 197
  • Synthesized area per cell: 9.18 sq um
  • Syn Inst Count: 197
  • Synthesis warning total: 1
  • Synth Seq Share: 49.8%

CTS
  • Clk pin slew, worst setup/hold paths: 70 ps
  • H-tree depth: 2
  • Max Root-Sink Buffers: 2
  • Root buf cell: clkbuf_8
  • Setup bufs post-CTS: 0
  • Hold-fix buffers, CTS: 0
  • Sink Count: 40
  • CTS buffer count: 5
  • Clk latency of the worst-skew pair: 280 ps
  • CTS tree: done
  • Post-CTS Resized: 0

Floorplanning
  • Fp_density: 41.5%
  • Chip Width: 69.2 um
  • Row count: 24
  • Total core area: 0.00435 sq mm
  • Chip height: 69.2 um
  • IO Pins: 28
  • Die Footprint: 0.00479 sq mm

Pwr
  • Leakage: 0.729 nW
  • Worst vdd ir: 0.213 mV
  • Combinational share of power: 6.1%
  • Switching part of the total power: 20.1%
  • Psw: 0.117 mW
  • Seq pwr share: 59.1%
  • Power Dens Cells: 264 mW/mm^2
  • Clock power frac: 34.8%
  • Internal: 0.464 mW

Finish
  • # fillers: 372
  • Fin area: 0.00220 sq mm
  • Layout cell share with drive strength beyond 1: 4.89%
  • Layout overhead on the synthesized area: 21.7%
  • Final Util: 50.5%

Run
  • OpenROAD warning count: 27
  • Maxcap violations: 0

Place
  • Placed cell area: 0.00212 sq mm
  • Global placement routability congestion: 0.777
  • Detailed Place HPWL: 2270 um
  • PortBufs: 27

GRT
  • Pin count of the biggest net entering global routing: 23
  • First-pass GRT wire length: 5590 um
  • Initial antenna violation count: 0
  • Number of global-route vias before repair: 1,263
  • GRT Total Usage: 14.4%
  • Gr ovfl total: 0

Hold path
  • Hold Crit Class: flop to flop
==> critical path, stage by stage, from the launching register on <==
cell and delay (ps):
dfxtp_1 380, ha_1 250, nand3_1 200, nor4_2 800, nor3b_1 260, buf_4 210
==> per-layer routing <==
layer  up-vias  track usage [%]  routed length [um]
met1       630             22.3                1610
met5         -                0                   0
met3         5             3.98                 212
met4         0             2.27                  34
li1        732                -                   -
met2        38             21.7                1360
==> cells in the mapped netlist <==
master	n	share of area (%)
edfxtp_1	10	17
and4b_1	1	0.55
nor4b_1	1	0.48
nand4_1	2	0.69
or3_1	2	0.69
clkbuf_2	1	0.28
mux2i_1	11	6.1
or4_1	1	0.42
nor4_1	3	1.0
nand2b_1	3	1.0
a41o_1	1	0.55
nand2_1	15	3.1
xor2_1	2	0.97
ha_1	4	2.8
nand3b_1	1	0.42
nand4b_1	2	0.97
nor2_1	32	6.6
nand3_1	10	2.8
a21o_1	1	0.42
or2_2	2	0.69
and2_1	1	0.35
dfxtp_1	30	33
inv_1	8	1.7
nor4_2	1	0.69
xnor2_1	11	5.3
clkbuf_1	6	1.2
nor3b_1	2	0.83
o21ai_0	13	3.6
or4_4	1	0.62
a21oi_1	14	3.9
buf_2	1	0.28
nor3_1	4	1.1
==> per-stage QoR <==
step	setup WS [ps]	power, mW	cells
floorplan	2230	0.363	197
global placement	2530	0.386	269
detailed placement	2520	0.386	269
CTS	2520	0.588	277
global route	2330	0.607	277
finish	2490	0.581	277
==> state kept, by name (all words and copies together) (netlist names) <==
name / count
state: 3
baudrate_counter: 14
shiftright_register: 10
shift: 1
bit_counter: 5
TxD: 1
load2: 1
load: 1
next_state: 3
load3: 1
==> kinds of logic after synthesis <==
group	synth area share, %
flops	49.8
xor+xnor	6.30
buf+inv	3.46
mux	6.09
fa+ha+maj	2.77
compound gates	8.44
simple gates	23.1
==> area by class of cell <==
class	instances	area, sq um	share of cell area, %
clock inverters	1	5.00	0.228
repair buffers	28	278	12.6
clock buffers	7	76.3	3.47
well taps	52	65.1	2.96
multi-input cells	141	845	38.4
flip-flops and latches	40	901	41.0
inverters	8	30.0	1.37
==> cell usage in the layout, fill, tap and decap left out <==
cell type / instances
or2_2: 2
or4_4: 1
ha_1: 4
nand4_1: 2
nor4_1: 3
and2_1: 1
o21ai_0: 13
xnor2_1: 11
buf_4: 1
clkbuf_1: 2
nor4_2: 1
edfxtp_1: 10
or3_1: 2
nand4b_1: 2
nor3b_1: 2
clkbuf_8: 5
nand3b_1: 1
clkdlybuf4s50_1: 27
nor4b_1: 1
nand3_1: 10
nor2_1: 32
a21o_1: 1
clkinv_2: 1
dfxtp_1: 30
a21oi_1: 14
and4b_1: 1
xor2_1: 2
inv_1: 8
a41o_1: 1
nor3_1: 4
mux2i_1: 11
nand2_1: 15
or4_1: 1
nand2b_1: 3
==> final timing paths <==
kind	start	endpoint	slack, ps	depth (start not counted)
max	baudrate_counter[0]$_SDFF_PP0_	shiftright_register[9]$_SDFFCE_PP0P_	2490	5
min	shiftright_register[0]$_SDFFCE_PN0P_	TxD$_DFF_P_	440	1
max reg2reg	baudrate_counter[0]$_SDFF_PP0_	shiftright_register[9]$_SDFFCE_PP0P_	2490	5
min reg2reg	shiftright_register[0]$_SDFFCE_PN0P_	TxD$_DFF_P_	440	1
==> power by group through the flow <==
stage     Clock [mW]  Sequential, mW  Combinational [mW]
4_1_cts        0.209           0.343              0.0359
5_1_grt        0.224           0.344              0.0393
6_report       0.202           0.343              0.0352
No activity file was given, so power comes from the tool's default toggle rates.
