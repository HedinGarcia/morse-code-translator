File: design/flow/run.sh
#!/bin/bash
# OpenROAD 26Q1-2900-gdf79404cd8, Yosys 0.63+post, stock flow scripts
make -C /OpenROAD-flow-scripts/flow DESIGN_CONFIG=/design/flow/config.mk WORK_HOME=/design/flow/orfs finish
File: design/flow/config.mk
export PLATFORM = sky130hd
export DESIGN_NAME = pwm_generator
export DESIGN_NICKNAME = pwm_generator
export VERILOG_FILES = /design/flow/design.v
export SDC_FILE = /design/flow/constraint.sdc
export NUM_CORES = 4
export LEC_CHECK = 1
export CORE_AREA = 10 10 100 100
export DIE_AREA = 0 0 110 110
File: design/flow/constraint.sdc
current_design pwm_generator

set clk_period 5.3
set clk_io_pct 0.2

create_clock -name clk0 -period $clk_period [get_ports {clk}]

set non_clock_inputs [all_inputs -no_clocks]
set_input_delay [expr $clk_period * $clk_io_pct] -clock clk0 $non_clock_inputs
set_output_delay [expr $clk_period * $clk_io_pct] -clock clk0 [all_outputs]
File: design/flow/design.v
`timescale 1ns / 1ps
module pwm_generator(input clk, Dot, Dash, output speaker1, speaker2);
  sound Sounds(clk, Dot, Dash, speaker1, speaker2);
endmodule
module sound(input clk, button1, button2, output speaker1, speaker2);
  assign clkdivider = 100000000/440/2;  
  assign clkdivider2 = 100000000/196/2;  
  reg [14:0] counter1, counter2;
  always @(posedge clk) begin
    if(counter1 == 0) counter1 <= clkdivider-1; 
    else counter1 <= counter1-1;
    if(counter2 == 0) counter2 <= clkdivider2-1;
    else counter2 <= counter2-1;
  end
  reg speaker1, speaker2;
  always @(posedge clk) begin
     if (counter1 == 0 && button1) speaker1 <= ~speaker1;  
     if (counter2 == 0 && button2) speaker2 <= ~speaker2;  
  end
endmodule
==> results.sh <==
# source this file to load flow results
export IMPL_worst_slew_pin_slew_ns=0.634
export IMPL_worstPathCellList="clkdlybuf4s50_1"
export IMPL_yosys_cells=135
export IMPL_setup_viol=0
export IMPL_report_final_slew_viol_count=0
export IMPL_hold_viol=0
export IMPL_cp_slowest_cell="clkdlybuf4s50_1"
export IMPL_syn_to_final_growth_pct=17.9
export IMPL_dpl_instance_area_sq_um=1460
export IMPL_timing_final_crit_share=0.407
export IMPL_io_pins=5
export IMPL_cts_buffers=5
export IMPL_fillers=873
export IMPL_grt_pass1_wl_um=3540
export IMPL_postCtsSetupBuffers=0
export IMPL_viasPerCell=3.47
export IMPL_cts_tree="built"
export IMPL_chipArea_sq_um=12100
export IMPL_ys_top_cells_by_area="dfxtp_1 46%, xor2_1 10%, nand2_1 6.6%"
export IMPL_critPathMaxStageDelay_ns=0.47
export IMPL_path_delay_family="buffers and inverters"
export IMPL_diodes=0
export IMPL_overflow=0
export IMPL_syn_avg_cell_area_sq_um=9.76
export IMPL_routedWlPerCell_um=7.90
export IMPL_ys_seq_share=0.501
export IMPL_p_comb_frac=0.010
export IMPL_fmax_ghz=0.464
export IMPL_grtUsageTotal=0.0352
export IMPL_grt_pass1_vias=822
export IMPL_row_count=32
export IMPL_finalClockSkew_ns=0.00332
export IMPL_critPathRequiredTime_ns=4.24
export IMPL_synthCells=135
export IMPL_worst_path_buf_inv=1
export IMPL_cts_resized=0
export IMPL_p_int_mw=0.353
export IMPL_place_congestion=0.777
export IMPL_status="complete, no violations"
export IMPL_period_needed_ns=2.16
export IMPL_hold_buffers=0
export IMPL_hold_class="reg -> reg"
export IMPL_io_buffers=4
export IMPL_vdd_drop_max_mv=0.0831
export IMPL_drt_pass1_iterations=3
export IMPL_worstPathMaxFanout=2
export IMPL_place_hpwl_um=1360
export IMPL_largest_area_cell="dfxtp_1"
export IMPL_coreArea_sq_um=7810
export IMPL_critPathLaunch="Sounds.speaker2"
export IMPL_layout_drive_gt1_share=0.0966
export IMPL_seqPwrFrac=0.559
export IMPL_swShare=0.193
export IMPL_wirelength_um=1950
export IMPL_die_x_um=110
export IMPL_cts_sinks=32
export IMPL_fin_ws_ns=3.14
export IMPL_clk_pin_slew_worst_paths_ns=0.06
export IMPL_critPathKind="reg -> out"
export IMPL_setup_tns_ns=0
export IMPL_cts_root_buf="clkbuf_8"
export IMPL_via_count=856
export IMPL_reg2reg_from="Sounds.counter1[0]"
export IMPL_startpoint_type="flip-flop"
export IMPL_clock_latency_ns=0.28
export IMPL_maxSlewHeadroom=0.574
export IMPL_yosys_warnings=3
export IMPL_drc_errors=0
export IMPL_p_switching_mw=0.0843
export IMPL_pwr_share_clk=0.431
export IMPL_die_h_um=110
export IMPL_worstHoldStart="Sounds.counter2[0]"
export IMPL_crit_path_end_kind="primary output"
export IMPL_grt_setup_unrepaired="no"
export IMPL_hold_ws_ns=0.404
export IMPL_htree_levels=2
export IMPL_synth_area_sq_um=1320
export IMPL_ys_types=28
export IMPL_grt_max_degree=10
export IMPL_arrival_ns=1.10
export IMPL_cts_path_max_buffers=2
export IMPL_pre_cts_ws_ns=3.21
export IMPL_drt_initial_drc_count=15
export IMPL_drv_cap=0
export IMPL_power_leakage_nw=0.591
export IMPL_ant_nets=0
export IMPL_initCoreUtil=0.169
export IMPL_ys_ff=32
export IMPL_synth_top_area_share=0.456
export IMPL_ys_chip_area_sq_um=1320
export IMPL_cellPowerDensity_nw_per_um2=282
export IMPL_antenna_found_initial=0
export IMPL_warning_count=25
export IMPL_final_area_sq_um=1550
==> flip-flops by register name (all words and copies together), names as in the netlist <==
register,count
Sounds.speaker1,1
Sounds.counter1,15
Sounds.counter2,15
Sounds.speaker2,1
==> layer usage <==
metal  wire length (um)  vias up  share of wire  GRT usage
li1                   -      463              -          -
met4                 38        0          0.019    0.00651
met1               1030      378           0.53     0.0521
met2                755        8           0.39     0.0461
met5                  0        -              0          0
met3                123        7          0.063     0.0159
==> cells in the mapped netlist <==
| library cell | count |
|---|---|
| nand3b_1 | 2 |
| edfxtp_1 | 2 |
| nor2b_1 | 1 |
| ha_1 | 2 |
| nor3_1 | 7 |
| nand4_1 | 2 |
| nor2_1 | 9 |
| nor4_1 | 1 |
| nor2_4 | 1 |
| inv_1 | 8 |
| or3_1 | 3 |
| buf_6 | 2 |
| o211ai_1 | 1 |
| xor2_1 | 15 |
| nand3_1 | 6 |
| dfxtp_1 | 30 |
| xnor2_1 | 5 |
| nor2_2 | 1 |
| nand3_2 | 2 |
| or4_1 | 1 |
| nor4_2 | 1 |
| nor3_2 | 1 |
| nor4b_4 | 1 |
| nand2_1 | 23 |
| o21ai_0 | 4 |
| nor4_4 | 1 |
| o31ai_1 | 1 |
| nand2b_1 | 2 |
==> stage by stage <==
step	util	instances	power, mW
3_5_place_dp	0.187	239	0.254
4_1_cts	0.199	247	0.444
3_3_place_gp	0.187	239	0.254
6_report	0.199	247	0.437
2_1_floorplan	-	135	0.251
5_1_grt	0.199	247	0.457
==> path summary, 6_finish.rpt <==
check	to	slack (ns)	cells past startpoint
setup / recovery	speaker2	3.14	1
hold reg to reg	Sounds.counter2[0]	0.40	1
setup reg to reg	Sounds.speaker1	3.20	6
hold / removal	Sounds.counter2[0]	0.40	1
==> cells by family (layout without fill, tap and decap cells) <==
group / Yosys count / after routing / share of synthesized area
XOR/XNOR: 20 / 20 / 0.133
flip-flops: 32 / 32 / 0.501
buffers and inverters: 10 / 20 / 0.0399
AND-OR/OR-AND: 6 / 6 / 0.0266
adder cells (fa/ha/maj): 2 / 2 / 0.0190
AND/OR/NAND/NOR: 65 / 65 / 0.280
==> final cells by class <==
class / count / area, sq um / share of cell area
clock buffer: 8 / 90.1 / 0.0580
tap: 102 / 128 / 0.0822
sequential: 32 / 661 / 0.425
multi-input combinational: 93 / 604 / 0.389
inverter: 8 / 30.0 / 0.0193
timing repair buffer: 4 / 40.0 / 0.0258
==> cell usage in the layout, fill, tap and decap left out, drive strengths merged <==
| master | count |
|---|---|
| xnor2 | 5 |
| nor2b | 1 |
| nand2b | 2 |
| or3 | 3 |
| o21ai | 4 |
| inv | 8 |
| nand3 | 8 |
| edfxtp | 2 |
| clkdlybuf4s50 | 4 |
| nand3b | 2 |
| o31ai | 1 |
| nor4 | 3 |
| nand2 | 23 |
| nand4 | 2 |
| nor4b | 1 |
| clkbuf | 8 |
| nor3 | 8 |
| xor2 | 15 |
| or4 | 1 |
| dfxtp | 30 |
| nor2 | 11 |
| ha | 2 |
| o211ai | 1 |
==> power groups by stage <==
stage / combinational (mW) / sequential (mW) / clock (mW)
final: 0.00443 / 0.244 / 0.189
after CTS: 0.00459 / 0.244 / 0.196
after global routing: 0.00501 / 0.244 / 0.207
Power figures rest on the tool's default switching activity, not on a simulated workload.
